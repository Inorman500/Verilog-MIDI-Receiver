File: ./run.sh
#!/bin/bash
# OpenROAD 26Q1-2900-gdf79404cd8, Yosys 0.63+post, stock flow scripts
make -C /OpenROAD-flow-scripts/flow DESIGN_CONFIG=/design/flow/config.mk WORK_HOME=/design/flow/orfs finish
File: ./config.mk
export PLATFORM = sky130hd
export DESIGN_NAME = midiReceive
export DESIGN_NICKNAME = midiReceive
export VERILOG_FILES = /design/flow/design.v
export SDC_FILE = /design/flow/constraint.sdc
export NUM_CORES = 4
export LEC_CHECK = 1
export CORE_UTILIZATION = 40
File: ./constraint.sdc
current_design midiReceive

set clk_period 5.8
set clk_io_pct 0.2

create_clock -name clk0 -period $clk_period [get_ports {clck}]

set non_clock_inputs [all_inputs -no_clocks]
set_input_delay [expr $clk_period * $clk_io_pct] -clock clk0 $non_clock_inputs
set_output_delay [expr $clk_period * $clk_io_pct] -clock clk0 [all_outputs]
File: ./design.v
module midiReceive(
clck,
LED_out,
rst_n,
midi_data,
bitcount,
state_next,
MIDIbit,
displaytoggle_nxt
);
input clck; 
input rst_n; 
input midi_data; 
output reg [7:0] LED_out;  
wire EdgeDetected;  
wire [8:0]counterVal;  
reg manual_reset; 
reg [9:0] frame; 
reg [1:0] state; 
output reg [5:0]bitcount; 
reg displaytoggle=1'b0; 
output reg MIDIbit;  
reg [7:0] LED_out_nxt; 
output reg [1:0] state_next; 
output reg displaytoggle_nxt=1'b0;
reg [5:0]bitcount_nxt=6'b000000;
reg [9:0]frame_next;
reg manual_reset_next=1'b0;
up_counter count(counterVal,clck,rst_n,manual_reset); 
edge_detect fallingedge(midi_data,clck,EdgeDetected,rst_n);
always@(posedge clck)begin 
if (!rst_n) begin  
state<=2'b00;
bitcount<=6'b0;
manual_reset<=1'b1;
frame<=10'b000000000;
displaytoggle=1'b0;
LED_out<=8'b00000000;
end
else begin  
state<=state_next;
bitcount<=bitcount_nxt;
manual_reset<=manual_reset_next;
frame[9:1]<=frame_next[8:0];
frame[0]<=MIDIbit;
displaytoggle<=displaytoggle_nxt;
LED_out<=displaytoggle_nxt? LED_out_nxt:8'b00000000; 
end  
end 
always@(*) begin 
case(state)
2'b00: begin  
	if (EdgeDetected)begin  
		state_next=2'b01; 
		manual_reset_next=1'b1; 
		bitcount_nxt=6'b000000; 
		MIDIbit=frame[0]; 
		end
	else begin
		state_next=2'b00; 
		manual_reset_next=1'b1;  
		bitcount_nxt=6'b000000; 
		MIDIbit=frame[0]; 
		end
		end
2'b01: begin  
	if (counterVal==64) begin  
		manual_reset_next=1'b1; 
		state_next=2'b10; 
		bitcount_nxt[5:0]=0; 
		MIDIbit=midi_data; 
	end
	else begin 
		manual_reset_next=1'b0;  
		state_next=2'b01; 
		bitcount_nxt[5:0]=0; 
		MIDIbit=frame[0]; 
	end
end		
2'b10: begin  
if (bitcount==6'b11110)begin  
	state_next=2'b00;  
	manual_reset_next=1; 
	bitcount_nxt[5:0]=0; 
	MIDIbit=frame[0]; 
	end 
	else begin 
	manual_reset_next=1'b0; 
	state_next=2'b11; 
	bitcount_nxt=bitcount; 
	MIDIbit=frame[0]; 
	end
	end 		
2'b11: begin 
if (counterVal==128)begin 
	manual_reset_next=1'b1; 
	state_next=2'b10; 
	bitcount_nxt=bitcount+1'b1;  
	MIDIbit=midi_data; 
	end
	else begin 
	state_next=2'b11; 
	manual_reset_next=1'b0; 
	bitcount_nxt=bitcount; 
	MIDIbit=frame[0]; 
	end 
end 
default: begin 
state_next=2'b00;  
manual_reset_next=1'b1; 
MIDIbit=frame[0]; 
bitcount_nxt=6'b0;  
end
endcase
end
always @(*) begin 
if (counterVal==128)begin  
frame_next<=frame; 
end 
else begin 
frame_next[0]<=frame[1];
frame_next[1]<=frame[2];
frame_next[2]<=frame[3];
frame_next[3]<=frame[4];
frame_next[4]<=frame[5];
frame_next[5]<=frame[6];
frame_next[6]<=frame[7];
frame_next[7]<=frame[8];
frame_next[8]<=frame[9];
frame_next[9]<=frame[9];
end 
end
always @(*) begin 
if (frame[8:1]==8'h90)begin 
displaytoggle_nxt=1; 
end 
else if (frame[8:1]==8'h80) begin  
displaytoggle_nxt=0; 
end 
else begin
displaytoggle_nxt=displaytoggle; 
end
end
always @(*) begin 
if (bitcount==19)begin 
LED_out_nxt=frame[8:1]; 
end 
else begin
LED_out_nxt=LED_out;  
end
end
endmodule
module up_counter    (
  counter_out     ,   
  clck     ,   
  reset_bttn,  
  manual_reset  
  );
     output reg [8:0] counter_out;
      reg [8:0] counter_nxt = 8'b0;
      input reset_bttn,clck,manual_reset;
always @(*)begin 
if (manual_reset)begin  
counter_nxt=0; 
end else begin 
counter_nxt=counter_out+1'b1; 
end 
end
 always @(posedge clck) begin 
 if (!reset_bttn) begin
     counter_out <= 8'b00000000 ; 
 end else begin
    counter_out <= counter_nxt;  
  end
  end
endmodule
module edge_detect	( 
	input data, 
	input clk, 
	output reg Edge_detected, 
	input rst_n 
	);
	reg r1=0; 
	reg r2=0;
	reg Edge=0;
	always @(*) begin 
	if (r1==0 && r2==1)begin 
     Edge = 1;  
     end
     else begin 
		 Edge = 0; 
		end
		end
	always @(posedge clk) begin
	if (!rst_n)begin  
	r1 <= 0;
	r2 <= 0;
	Edge_detected<=0;
	end
	else begin  
		r1 <= data;
		r2 <= r1;
		Edge_detected<= Edge; 
	end
	end
endmodule
==> results.py <==
# Physical implementation metrics
metrics = {
    "status": {
        "status": "completed",
    },
    "setup_path": {
        "crit_path_cell_trace": "inv_1, ha_1, nor2b_1, nand4_1, and3_1, o21a_1, clkdlybuf4s50_1",
        "ff2ff_path_depth": 6,
        "critical_path_class": "reg -> out",
        "slowest_stage": "clkdlybuf4s50_1",
        "r2r_slack_ns": 3.93,
        "timing.critical_path.to_type": "output pin",
        "start_kind": "flip-flop",
        "cp_data_arrival_time_ns": 2.41,
        "r2r-start": "count.counter_out[0]",
        "critPathRequiredTime_ns": 4.64,
        "cpPeakStageDelay_ns": 0.40,
        "crit_fanout": 7,
        "r2r_end": "bitcount[1]",
    },
    "final_layout": {
        "comb_area_um2": 903,
        "lay_top_count": "dfxtp_1",
        "fin_cells": 256,
        "final-seq-area_um2": 781,
        "most-common-layout-cells": "dfxtp_1, clkdlybuf4s50_1, nor2_1, mux2i_1",
        "final_core_util": 0.506,
        "fillerInstances": 374,
        "area_growth_pct": 18.2,
        "drive_gt1_frac": 0.0825,
    },
    "synthesis": {
        "ys_ff": 39,
        "ys_cells": 185,
        "yosysWarnings": 3,
        "synth_cell_type_count": 41,
        "avgSynthCellArea_um2": 9.45,
        "ys_seq_frac": 0.447,
        "syn-instance-count": 185,
        "syn_area_um2": 1750,
        "ys_area_um2": 1750,
    },
    "clocking": {
        "cts_tree": "yes",
        "cts_buffers": 5,
        "clk_path_buf_depth": 2,
        "clkLatencyLatePin_ns": 0.29,
        "post_cts_buffers": 0,
        "cts_sinks": 39,
        "clk_pin_slew_ns": 0.07,
        "hold_buffers": 0,
        "h-tree-depth": 2,
        "cts-root-buf": "clkbuf_8",
        "cts_resized": 0,
    },
    "hold_path": {
        "hold-path-endpoint": "fallingedge.Edge_detected",
        "min_delay_path_depth": 1,
        "hp-class": "reg -> reg",
        "hold_path.startpoint": "fallingedge.r1",
    },
    "die": {
        "coreArea_um2": 4090,
        "fp-utilization": 0.428,
        "chipArea_um2": 4640,
        "dieHeight_um": 68.1,
        "chipWidth_um": 68.1,
        "row_count": 23,
        "ios": 21,
    },
    "routing": {
        "drt_iter0_drc": 71,
        "vias": 1321,
        "drc_errors": 0,
        "n_antenna_cell": 0,
        "first_pass_iters": 4,
        "vias_per_cell": 5.16,
        "routed_wl_mm": 3.11,
        "wl_per_cell_um": 12.1,
        "ant_nets": 0,
    },
    "sta": {
        "tightest_slew_ns": 0.734,
        "hold_viol": 0,
        "fmax_mhz": 280,
        "finalSetupViolations": 0,
        "rsz0062_at_grt": "no",
        "finalClockPeriodUsage": 0.616,
        "finalSetupTns_ns": 0,
        "fin_crit_ns": 3.57,
        "relSlewSlack": 0.507,
        "drv_slew": 0,
        "final.setup_skew_ns": 0.00180,
    },
    "global_route": {
        "grt_pass1_wl_mm": 5.23,
        "grt_antenna_before_repair": 0,
        "grt_max_degree": 21,
        "grt_pass1_vias": 1191,
        "grt_usage": 0.150,
        "globalRoute.totalOverflow": 0,
    },
    "job": {
        "log.warning_count": 27,
        "drv_cap": 0,
    },
    "pwr": {
        "comb_power_share": 0.015,
        "p_switching_mw": 0.0990,
        "power.share.clock": 0.393,
        "internal_power_mw": 0.356,
        "p_seq_frac": 0.592,
        "p_leak_nw": 0.740,
        "swShare": 0.218,
        "power-per-cell-area_nw_per_um2": 220,
        "vdd_drop_max_mv": 0.159,
    },
    "placed_design": {
        "globalplace.congestion": 0.867,
        "place_inst": 248,
        "dpl.hpwl_mm": 2.13,
        "port_buffers": 20,
    },
}
## kinds of logic after synthesis
family / synth area share
muxes: 0.115
AOI/OAI and AO/OA: 0.0945
xor gates and xnor gates: 0.0200
and+or+nand+nor: 0.258
buffers and inverters: 0.0365
adders and majority gates: 0.0286
DFF: 0.447
## through the flow
| stage | setup slack (ns) | total power [mW] | hold WS, ns | area (µm²) |
|---|---|---|---|---|
| detailed placement | 2.40 | 0.282 | 0.395 | 1980 |
| floorplan | 3.16 | 0.280 | 0.383 | 1750 |
| global placement | 2.41 | 0.282 | 0.393 | 1980 |
| finish | 2.23 | 0.455 | 0.408 | 2070 |
| global route | 2.05 | 0.472 | 0.418 | 2070 |
| CTS | 2.25 | 0.464 | 0.408 | 2070 |
## sequential cells by signal (all words and copies together) (netlist names)
| signal | flops |
|---|---|
| count.counter_out | 9 |
| fallingedge.r2 | 1 |
| manual_reset | 1 |
| LED_out | 8 |
| fallingedge.Edge_detected | 1 |
| state | 2 |
| frame | 9 |
| fallingedge.r1 | 1 |
| bitcount | 6 |
| displaytoggle | 1 |
## worst max-delay path, delay by kind of cell, from the launching register on
kind	cells	cell delay (ns)
flops	1	0.34
buf+inv	2	0.46
simple gates	3	0.99
fa+ha+maj	1	0.13
compound gates	1	0.20
## synthesized netlist by cell type
master      n  area share
and3_1      1      0.0036
inv_1       8       0.017
mux2i_1    19        0.11
ha_1        4       0.029
a41oi_1     1      0.0050
and4_1      1      0.0050
nor3b_1     1      0.0043
o21a_1      1      0.0043
xnor2_1     1      0.0050
dfxtp_1    39        0.45
a311o_1     1      0.0057
nand3_1     7       0.020
mux2_2      1      0.0064
nor4_4      2       0.024
buf_6       1      0.0064
nor2_1     19       0.041
and3b_1     1      0.0050
a21bo_2     1      0.0057
a21boi_1    1      0.0043
or2_2       3       0.011
nor4_1      1      0.0036
o2111ai_1   2       0.010
and3_2      1      0.0043
and2_1      4       0.014
xor2_1      3       0.015
nand4_1     2      0.0072
o311a_1     1      0.0057
nand2_1    11       0.024
o21ai_0     4       0.011
a31oi_1     5       0.018
nand2b_1    4       0.014
nand3b_1    1      0.0043
nand3_2     1      0.0057
a21oi_1     4       0.011
nor2b_1    11       0.039
o21ai_1     1      0.0029
nor3_1      1      0.0029
o211ai_1    1      0.0043
o211a_1     1      0.0057
clkbuf_1    6       0.013
or3_1       7       0.025
## power groups by stage
| stage | clock [mW] | combinational (mW) | sequential [mW] |
|---|---|---|---|
| CTS | 0.188 | 0.00682 | 0.269 |
| global route | 0.195 | 0.00747 | 0.270 |
| finish | 0.179 | 0.00684 | 0.270 |
## cell type report
cell class              instances  share of cell area
well taps                      50              0.0303
clock inverters                 3             0.00969
inverters                       8              0.0145
repair buffers                 20              0.0969
clock buffers                   5              0.0333
multi-input cells             131               0.437
flip-flops and latches         39               0.378
## worst max path at each step
stage / start / to
6_report: count.counter_out[0] / state_next[0]
5_1_grt: count.counter_out[0] / state_next[0]
4_1_cts: count.counter_out[0] / state_next[0]
## metal layers
layer	up-vias	wire, µm	part of all wire	global-route usage
met5	-	0	0	0
met4	0	47	0.015	0.0313
met3	5	152	0.049	0.0270
met2	33	1280	0.41	0.221
met1	599	1620	0.52	0.238
li1	684	-	-	-
Power and IR drop assume default switching activity.
